$ cat flow/design.v
`timescale 10ns/1ps 
module tb_bcd_adder(); 
	reg [7:0] a, b;
	wire cout;
	wire [7:0] s;
	bcd_adder uut (cout,s,a,b);
	initial
		begin
		a = 8'b00100101; b = 8'b01010010;
		#10 a = 8'b10011001; b = 8'b10001000;
		#10 a = 8'b10010011; b = 8'b00010010;
		end
	initial $monitor("t=%3d, a=%8b, b=%8b, cout=%b, s=%8b",$time,a,b,cout,s); 
	initial
		begin
		$dumpfile("bcd_adder.vcd");
		$dumpvars;
		end
endmodule 
module bcd_adder (cout,s,a,b); 
input [7:0] a, b; 
	output [7:0]s ; 
	output cout ; 
	wire [4:0] y1, y2;
	adder_4bit Add1 (y1, a[3:0], b[3:0]);
	adder_4bit Add2 (y2, a[7:4], b[7:4]);
	bcd_adjustment BAD (cout, s, y2, y1);
endmodule 
module adder_4bit(y,p,q);	
	input [3:0]p,q ; 
	output [4:0]y ;
	assign y = (((p+q)>=4'b0001)&(p[3]==0))?({((p+q)<4'b1001)?{1'b0, (p+q)}:{1'b1, ((p + q) + 4'b0110)}}):{1'b1, ((p + q) + 4'b0110)};
endmodule 
module bcd_adjustment(cout,y,p,q);
	input [4:0]p,q ; 
	output cout ; 
	output [7:0]y ; 
	assign y = {p[3:0] + {3'b000, q[4]}, q[3:0]};
	assign cout = p[4];
endmodule 
$ cat flow/run.sh
#!/bin/bash
# OpenROAD 26Q1-2900-gdf79404cd8, Yosys 0.63+post, stock flow scripts
make -C /OpenROAD-flow-scripts/flow DESIGN_CONFIG=/design/flow/config.mk WORK_HOME=/design/flow/orfs finish
$ cat flow/config.mk
export PLATFORM = sky130hd
export DESIGN_NAME = bcd_adder
export DESIGN_NICKNAME = bcd_adder
export VERILOG_FILES = /design/flow/design.v
export SDC_FILE = /design/flow/constraint.sdc
export NUM_CORES = 4
export LEC_CHECK = 1
export CORE_AREA = 10 10 70 70
export DIE_AREA = 0 0 80 80
$ cat flow/constraint.sdc
current_design bcd_adder

set clk_period 4.9
set clk_io_pct 0.2

create_clock -name clk0 -period $clk_period

set non_clock_inputs [all_inputs -no_clocks]
set_input_delay [expr $clk_period * $clk_io_pct] -clock clk0 $non_clock_inputs
set_output_delay [expr $clk_period * $clk_io_pct] -clock clk0 [all_outputs]
==> CHANGELOG.md <==
### Metrics

- GRT Residual Overflow: 0
- Iter 0 DRT Violations: 27
- Tool warnings: 32
- IR drop worst, VDD: 0.00008111 V
- Max-slew headroom: 0.7787
- Hold Crit Class: in2out
- Post-Syn Area: 558.0 um2
- I/O Pins: 25
- Total track usage: 0.04328
- CP max FO: 2
- Final hold violation count: 0
- Pwr/cell area: 179.4 nW/um2
- TritonRoute pass-1 iters: 4
- Core Area: 3416 um2
- Synth cell types: 27
- FMAX: 216.3 MHz
- Post-DRT Antenna Nets: 0
- Fill count: between 300 and 400
- Synth Instances: 72
- Final min period: 4.623 ns
- Register Area: 0 um2
- WP data arrival: around 3.6 ns
- Vias: ~610
- Lkg Pwr: 0.4171 nW
- # Cells Yosys: approximately 72
- Post-route setup slack: 0.2774 ns
- Startpoint Class: input port
- Crit path capture type: primary output
- Die W: approximately 80 um
- Dpl hpwl: 1.308 mm
- Buffers on Ports: 25
- Yosys stat chip area: 558.0 um2
- Area Growth Syn to Fin: 72.87%
- Max stage delay on crit path: 0.47 ns
- Largest net degree at the start of global routing: 9
- Number of clock buffers in the layout: 0
- Drc violations: 0
- Final sequential cell count: 0
- Die footprint: 6400 um2
- Final setup TNS: 0 ns
- DIE HEIGHT: 80 um
- Layout cells sized above 1: 0.2095
- Max-cap viol count: 0
- Synthesized area per cell: 7.750 um2
- WHS: 3.006 ns
- Detailed Route WL: around 1.5 mm
- Max Slew Vio Count: 0
- Initial Utilization: 0.1634
- Initial antenna violation count: 0
- Hold Path Depth: 5
- First-pass GRT wire length: 2.435 mm
- Seq/Total Area, Yosys: 0
- Top Layout Cells: clkdlybuf4s50_1, buf_4, inv_1, ha_1
- Final Power: 173.0 uW
- CP Cell Sequence: clkdlybuf4s50_1 -> ha_2 -> inv_1 -> fa_2 -> xor2_2 -> nor2b_4 -> nand2_2 -> xnor2_1 -> nand2b_1 -> ha_2 -> buf_4 -> ha_1 -> clkdlybuf4s50_1
- Vias/cell: 4.046
- Worst Tran Pin Value: 0.3296 ns
- Average wire per standard cell: 9.669 um
- Crit-path slowest cell: clkdlybuf4s50_1
- Hold Path Sink: s[6]
- Vias in the first global route: approximately 610
- HP Start: a[7]
- Pre-CTS WS: -0.03847 ns
- Data required, critical path: 3.92 ns
- N_diodes: 0
- RSZ-0062 raised after global routing: no
- Most instantiated logic cell after routing: clkdlybuf4s50_1
- Yosys warns: 0
- Num rows: 21
- Status: finished, final reports clean
- RD Place Congestion: 0.7247
- Endpoints failing setup: 0
- Crit Path Category: in2out
- Fin crit share: 0.9434
Yosys cell counts (all sizes together):
cell / count / area share
a211oi: 3 / 0.049
a21o: 1 / 0.013
a21oi: 7 / 0.070
and2b: 1 / 0.013
and3: 1 / 0.020
buf: 1 / 0.0090
fa: 2 / 0.072
ha: 10 / 0.22
inv: 8 / 0.054
mux2i: 1 / 0.018
nand2: 6 / 0.040
nand2b: 1 / 0.011
nand3: 1 / 0.0090
nand3b: 1 / 0.013
nor2: 5 / 0.063
nor2b: 2 / 0.022
nor3b: 1 / 0.013
o21ai: 4 / 0.036
o22ai: 2 / 0.022
o32a: 1 / 0.018
or2: 2 / 0.022
xnor2: 7 / 0.12
xor2: 4 / 0.063
metrics by stage:
stage	instances	util	cell area, um2
floorplan	72	-	558.0
global placement	149	0.2674	913.4
detailed placement	149	0.2674	913.4
CTS	150	0.2707	924.6
global route	151	0.2824	964.7
finish	151	0.2824	964.7
critical path, delay by kind of cell:
family	cells	cell delay [ns]
adders and majority gates	4	0.97
xor gates and xnor gates	2	0.28
buffers and inverters	4	1.11
and+or+nand+nor	3	0.32
layer usage:
layer  vias to the layer above  share of wire  GRT usage
met2                        27           0.39    0.06902
li1                        312              -          -
met5                         -              0          0
met4                         0              0          0
met3                         0           0.12    0.01818
met1                       272           0.50    0.05640
kinds of logic (layout without fill, tap and decap cells):
| group | Yosys count | after routing | share of synthesized area |
|---|---|---|---|
| compound gates | 18 | 18 | 0.2085 |
| xor+xnor | 11 | 11 | 0.1861 |
| fa+ha+maj | 12 | 12 | 0.2960 |
| buf+inv | 9 | 42 | 0.06277 |
| mux | 1 | 1 | 0.01794 |
| simple gates | 21 | 21 | 0.2287 |
how the worst max path moves through the flow:
stage | start | to | slack (ns)
4_1_cts | a[0] | s[6] | 0.06
5_1_grt | a[0] | s[5] | 0.11
6_report | a[0] | s[5] | 0.28
final cells by class:
| cell class | count | area, um2 | share of cell area |
|---|---|---|---|
| Timing Repair Buffer | 34 | 319.1 | 0.3307 |
| Multi-Input combinational cell | 63 | 558.0 | 0.5785 |
| Tap cell | 46 | 57.56 | 0.05966 |
| Inverter | 8 | 30.03 | 0.03113 |
report_power, final:
| part | internal (mW) | switching, mW | leakage [nW] |
|---|---|---|---|
| combinational | 0.107 | 0.0656 | 0.417 |
| clock | 0 | 0 | 0 |
| sequential | 0 | 0 | 0 |
| total | 0.107 | 0.0656 | 0.417 |
what timing repair did:
action / in CTS / in global routing
resized: 3 / 8
hold buffers: 0 / 0
setup buffers: 1 / 1
endpoints found under the setup margin: 1 / 2
pin swaps: 2 / 2
Power and IR drop assume default switching activity.
